**flow/constraint.sdc**
```tcl
current_design timer

set clk_period 2.1
set clk_io_pct 0.2

create_clock -name clk0 -period $clk_period [get_ports {clk_1hz}]

set non_clock_inputs [all_inputs -no_clocks]
set_input_delay [expr $clk_period * $clk_io_pct] -clock clk0 $non_clock_inputs
set_output_delay [expr $clk_period * $clk_io_pct] -clock clk0 [all_outputs]
```
**flow/design.v**
```verilog
module timer(inGame, rst, clk_1hz, sec1, sec2, counter);
input inGame, rst, clk_1hz;
output reg [3:0] sec1, sec2;
output reg [4:0] counter;
reg stop;
initial begin
    counter=30;
    stop=1;
    sec1=3;
    sec2=0;
end
always@(posedge clk_1hz or negedge rst) begin
    if(!rst) begin
        counter <= 30;
        sec1 <= 4'd3;
        sec2 <= 4'd0;
        stop <= 0;
    end
    else begin
        if(inGame && !stop) begin
            counter <= counter - 1;
            if(counter == 0) begin
                sec1 <= 3;
                sec2 <= 0;
                stop <= 1;
            end
            else begin
                sec1 <= counter/10;
                sec2 <= counter%10;
            end
        end
        else begin
            counter <= 30;
            sec1 <= 3;
            sec2 <= 0;
        end
    end
end
endmodule
```
**flow/config.mk**
```make
export PLATFORM = sky130hd
export DESIGN_NAME = timer
export DESIGN_NICKNAME = timer
export VERILOG_FILES = /design/flow/design.v
export SDC_FILE = /design/flow/constraint.sdc
export NUM_CORES = 4
export LEC_CHECK = 1
export CORE_AREA = 10 10 71 71
export DIE_AREA = 0 0 81 81
```
**flow/run.sh**
```bash
#!/bin/bash
# OpenROAD 26Q1-2900-gdf79404cd8, Yosys 0.63+post, stock flow scripts
make -C /OpenROAD-flow-scripts/flow DESIGN_CONFIG=/design/flow/config.mk WORK_HOME=/design/flow/orfs finish
```
==> qor.csv <==
stage,metric,value,unit
timing,Setup-failing EPs final,0,
synthesis,register bit count reported by yosys,12,
die,fp util,0.200,
synthesis,number of enable flip-flop cells,0,
hold_path,worst min path class,register to register,
drt,drt wl/cell,10.9,µm
timing,Tmin final,2.01,ns
critical_path,WS Path Type,register to register,
drt,"antenna viol nets, final",0,
drt,vias after detailed routing,542,
die,I/O pin cnt,16,
die,Die Ht,81,µm
job,Max Cap Viol,0,
job,Tool Warnings,29,
synthesis,sequential area share after synthesis,0.424,
timing,worst-margin pin slew,0.547,ns
global_route,first-pass GRT wire length,2.37,mm
drt,Pre-antenna DRT Iters,3,
pwr,Leakage,0.433,nW
critical_path,CP Max Fanout,7,
placement,hpwl dp,1.16,mm
cells_and_area,final instance area,951,µm²
pwr,switching power,167,µW
critical_path,CP Data Required Time,2.22,ns
pwr,Cell Int Power,514,µW
drt,ANT cells,0,
critical_path,Max stage delay on crit path,0.59,ns
drt,DR iter-0 viols,11,
drt,final WL,1.48,mm
die,row count,22,
placement,dpl cell area,890,µm²
clocking,TritonCTS clock tree,done,
die,Die X-Extent,81,µm
synthesis,Most common reg cell,dfstp_2,
pwr,Seq pwr share,0.404,
synthesis,yosys stat area,726,µm²
timing,Final Max Slew Viols,0,
cells_and_area,"commonest cells after routing, fill and taps aside","13 x clkdlybuf4s50_1, 8 x nand2_1, 8 x ha_1",
critical_path,Crit-path slowest cell,dfstp_2,
synthesis,Cell Type Count,27,
clocking,Late-Pin Clk Latency,0.24,ns
timing,setup_tns,0,ns
drt,Via density,3.99,
cells_and_area,Finished Layout Cells,136,
clocking,clk slew on worst S/H paths,0.05,ns
global_route,number of global-route vias before repair,508,
pwr,Sw Ratio,0.245,
global_route,largest net degree at the start of global routing,13,
clocking,clock sinks,12,
global_route,antenna violations before repair,0,
cells_and_area,Area Growth Syn to Fin,31.0,%
synthesis,ys async rst share,1.00,
synthesis,cell count listed in synth_stat.txt,73,
placement,routability cong.,0.856,
cells_and_area,layout cell share with drive strength beyond 1,0.170,
drt,DRC viols,0,
cells_and_area,fin util,0.262,
global_route,total track usage,0.0450,
placement,number of port buffers,13,
timing,WHS,0.473,ns
critical_path,"delay-heaviest family, CP",AND-OR/OR-AND gates,
timing,setup ws final,0.0891,ns
clocking,clk buf depth,2,
timing,Final period util,0.958,
clocking,clock buffer count from CTS,3,
die,Core Footprint,3630,µm²
synthesis,Post-Syn Instances,73,
synthesis,Synth Area per Inst,9.94,µm²
critical_path,worst path bufs/invs,2,
clocking,setup bufs post-CTS,0,
timing,Slew HR,0.634,
critical_path,Reg2Reg Setup Slack,0.09,ns
clocking,Max H-tree Level,1,
placement,Placed Cells,132,
die,chip area,6560,µm²
pwr,"IR drop worst, VDD",0.444,mV
status,run status,finished clean,
timing,Clock Skew,0.00320,ns
synthesis,YS warnings,1,
placement,Place WS,0.0962,ns
timing,f_max,497,MHz
global_route,grt ovf,0,
pwr,combinational share of power,0.230,
pwr,Tot Pwr,680,µW
pwr,clock group share of total power,0.365,
timing,Hold Fails Final Rpt,0,
critical_path,WP data arrival,2.13,ns
cells_and_area,most instantiated logic cell after routing,clkdlybuf4s50_1,
pwr,Pwr Density,716,nW/µm²
critical_path,"Critical Path, Cell by Cell","inv_1, ha_1, inv_1, ha_1, nand2b_1, o21a_1, o311a_2",
synthesis,Post-Syn Area,726,µm²
clocking,Clk Tree Root Cell,clkbuf_8,
critical_path,CP startpoint kind,register,
critical_path,Worst setup EP type,register,
-- registers in the layout, summed over array words and instances, names as in the netlist --
register,flops
counter,5
sec2,4
stop,1
sec1,2
-- cell type report --
cell class                 count  area, µm²
inverter                       7       26.3
sequential                    12        308
clock buffer                   4       55.1
tap                           48       60.1
multi-input combinational     51        364
timing repair buffer          14        138
fill                         399       2680
-- synth_stat cells, drive strengths merged (3+ instances only) --
| cell type | count | share of area |
|---|---|---|
| ha | 8 | 0.14 |
| dfrtp | 6 | 0.21 |
| nor2 | 5 | 0.026 |
| o311a | 3 | 0.043 |
| buf | 4 | 0.052 |
| inv | 7 | 0.036 |
| nand2 | 8 | 0.041 |
| o21ai | 4 | 0.028 |
| xnor2 | 3 | 0.036 |
| dfstp | 6 | 0.22 |
-- power groups by stage --
stage         sequential (mW)  clock (mW)  combinational (mW)
CTS                     0.275       0.256               0.157
global route            0.279       0.273               0.180
finish                  0.275       0.249               0.157
-- what timing repair did --
action / 4_1_cts / 5_1_grt
hold buffers: 0 / 0
resized: 0 / 2
endpoints found under the setup margin: 0 / 1
-- kinds of logic after synthesis --
group | Yosys count | synth area share
flip-flops | 12 | 0.424
other | 1 | 0.00517
AND-OR/OR-AND | 16 | 0.162
XOR/XNOR | 4 | 0.0483
adder cells (fa/ha/maj) | 8 | 0.138
buffers and inverters | 11 | 0.0879
AND/OR/NAND/NOR | 21 | 0.134
-- per-layer routing --
metal	routed length, µm	part of all wire	up-vias	global-route usage
li1	-	-	271	-
met1	720	0.49	257	0.0591
met2	645	0.44	12	0.0685
met3	108	0.073	2	0.0223
met4	5	0.0034	0	0.00346
met5	0	0	-	0
-- worst paths after layout --
kind | end | start | depth (start not counted)
min in group asynchronous | sec2[2]$_DFF_PN0_ | rst | 1
max | sec2[2]$_DFF_PN0_ | counter[3]$_DFF_PN1_ | 7
min | stop$_DFFE_PN0P_ | stop$_DFFE_PN0P_ | 1
max in group asynchronous | sec1[0]$_DFF_PN1_ | rst | 1
min reg2reg | stop$_DFFE_PN0P_ | stop$_DFFE_PN0P_ | 1
max reg2reg | sec2[2]$_DFF_PN0_ | counter[3]$_DFF_PN1_ | 7
No activity file was given, so power comes from the tool's default toggle rates.
